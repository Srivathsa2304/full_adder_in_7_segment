[design.v]
module adder4bit(input [3:0] A, input [3:0] B, input Cin, output [3:0] S, output Cout);
    assign S = A + B + Cin;
    assign Cout = (A[3]&B[3]) | (A[3]&Cin) | (B[3]&Cin);
endmodule
module display(output reg [6:0] seg, input [3:0] value);
    always @ (value) begin
        case(value)
            4'd0: seg = 7'b1000000;
            4'd1: seg = 7'b1111001;
            4'd2: seg = 7'b0100100;
            4'd3: seg = 7'b0110000;
            4'd4: seg = 7'b0011001;
            4'd5: seg = 7'b0010010;
            4'd6: seg = 7'b0000010;
            4'd7: seg = 7'b1111000;
            4'd8: seg = 7'b0000000;
            4'd9: seg = 7'b0011000;
            default: seg = 7'b1111111;
        endcase
    end
endmodule
module top(input [3:0] A, input [3:0] B, input Cin, output reg [6:0] seg);
    wire [3:0] sum;
    wire Cout;
    adder4bit adder(.A(A), .B(B), .Cin(Cin), .S(sum), .Cout(Cout));
    display display(.value(sum), .seg(seg));
endmodule
[run.sh]
#!/bin/bash
# OpenROAD 26Q1-2900-gdf79404cd8, Yosys 0.63+post, stock flow scripts
make -C /OpenROAD-flow-scripts/flow DESIGN_CONFIG=/design/flow/config.mk WORK_HOME=/design/flow/orfs finish
[config.mk]
export PLATFORM = sky130hd
export DESIGN_NAME = top
export DESIGN_NICKNAME = top
export VERILOG_FILES = /design/flow/design.v
export SDC_FILE = /design/flow/constraint.sdc
export NUM_CORES = 4
export LEC_CHECK = 1
export CORE_AREA = 10 10 70 70
export DIE_AREA = 0 0 80 80
[constraint.sdc]
current_design top

set clk_period 5.8
set clk_io_pct 0.2

create_clock -name clk0 -period $clk_period

set non_clock_inputs [all_inputs -no_clocks]
set_input_delay [expr $clk_period * $clk_io_pct] -clock clk0 $non_clock_inputs
set_output_delay [expr $clk_period * $clk_io_pct] -clock clk0 [all_outputs]
==> qor.yml <==
final_layout:
  area_delta_synth_final_pct: 67.4
  nFillCells: 405
  final_area_sq_um: 541
  ff_latch_area_sq_um: 0
  clockBufferCount: 0
  drive_above_1_share_pct: 5.17
  logic_area_sq_um: 300
  numSequentialCells: 0
power:
  power_leakage_nw: 0.223
  share_clk_of_total_power_pct: 0
  intPower_mw: 0.0523
  seqPwrFrac_pct: 0
  p_per_area_nw_per_um2: 167
  power_frac_comb_pct: 100.0
  swShare_pct: 42.1
  p_switching_mw: 0.0380
  ir_drop_mv: 0.0585
drt:
  drtIter0Drc: 39
  drt-vias-per-instance: 3.36
  post_drt_wl_per_cell_microns: 8.88
  drc: 0
  drtPass1Iterations: 4
  routed_wl_microns: 923
  vias: 349
  antenna_cells_inserted: 0
  final_antenna_net_count: 0
sta:
  final-hold-violation-count: 0
  slew_headroom_pct: 67.6
  min_period_ns: 4.87
  setup_viol: 0
  fmax_ghz: 0.205
  drv_slew: 0
  tns_ns: 0
  tightest_slew_ns: 0.484
  rsz0062_at_grt: "no"
  min_period_over_period_pct: 83.9
logic_synthesis:
  ys_sh_adder_pct: 31.8
  simple_gate_area_share_pct: 14.3
  postSynthCellCount: 42
  netlist_logic_family_top: "adder cells"
  ys_cells: 42
  yosys_warnings: 1
  syn_area_sq_um: 323
  yosys_area_sq_um: 323
  yosysSeqAreaShare_pct: 0
  aoi_share_pct: 29.5
  synth-xor-area-share_pct: 8.14
  avgSynthCellArea_sq_um: 7.69
  mux_area_share_pct: 9.30
  synth_cell_type_count: 19
cts:
  cts_hold_buf: 0
  cts.repair.resized: 0
  cts_setup_buffers: 0
floorplanning:
  die_w_microns: 80
  chipArea_sq_um: 6400
  coreArea_sq_um: 3420
  rows: 21
  fp_util_pct: 9.45
  io_pins: 16
  die_y_microns: 80
worst_setup_path:
  cp_max_fo: 5
  critPathCaptureType: "primary output"
  crit_arrival_ns: 3.71
  path_class: "in -> out"
  startpoint_type: "input port"
  cp_slowest_stage_delay_ns: 0.49
  cp_data_required_time_ns: 4.64
  crit_chain: "clkdlybuf4s50_1, fa_1, inv_1, fa_1, ha_1, nand2b_1, a21oi_1, clkdlybuf4s50_1"
  critPathLaunch: "A[0]"
  cpMaxStageDelayCell: "fa_1"
grt:
  grt_pass1_vias: 357
  grt_first_pass_wirelength_microns: 1640
  grt_start_max_net_pins: 9
  track_usage_pct: 2.94
  grt_remaining_overflow: 0
  antenna_found_initial: 0
min_path:
  min-delay-start: "B[1]"
  hp-class: "in -> out"
status:
  status: "completed"
run:
  drv_cap: 0
  warnings: 34
placement:
  gp_congestion: 0.916
  hpwlAfterDp_microns: 835
  place_area_sq_um: 541
  port_buffers: 16
-- power groups by stage --
stage | registers (mW) | logic [mW] | clock network [mW]
CTS | 0 | 0.0913 | 0
global route | 0 | 0.103 | 0
finish | 0 | 0.0903 | 0
-- area by class of cell --
cell class         count  share of cell area, %
repair buffers        16                   29.6
inverters              6                   4.17
well taps             46                   10.6
multi-input cells     36                   55.6
-- cells in the mapped netlist --
cell      count  area [sq um]
ha_1          5          62.6
nand3_1       1          5.00
a21oi_1       4          20.0
o21ai_0       4          20.0
o211ai_1      1          7.51
inv_1         6          22.5
or2_4         1          8.76
fa_1          2          40.0
a211o_1       1          8.76
nand2b_1      1          6.26
xnor2_1       1          8.76
a211oi_1      2          15.0
nor2_1        3          11.3
and3_2        1          7.51
xor2_1        2          17.5
mux2i_1       3          30.0
a32oi_1       1          8.76
o221ai_2      1          15.0
nand2_1       2          7.51
-- critical path, delay by kind of cell --
family | cells | cell delay, ns
AOI/OAI and AO/OA | 1 | 0.18
and+or+nand+nor | 1 | 0.14
buffers and inverters | 3 | 1.00
adders and majority gates | 3 | 1.23
-- layer usage --
| layer | GRT usage (%) | vias up | routed length [microns] |
|---|---|---|---|
| met4 | 0 | 0 | 0 |
| li1 | - | 182 | - |
| met2 | 3.61 | 18 | 264 |
| met5 | 0 | - | 0 |
| met1 | 5.06 | 149 | 564 |
| met3 | 0.682 | 0 | 94 |
-- cell families (layout without fill, tap and decap cells) --
group,count (synthesis),count (layout)
buf+inv,6,22
compound gates,14,14
simple gates,9,9
fa+ha+maj,7,7
xor+xnor,3,3
mux,3,3
-- cells in the final DEF (no fill, tap or decap) --
master            n
a21oi_1           4
xnor2_1           1
xor2_1            2
clkdlybuf4s50_1  16
a32oi_1           1
o211ai_1          1
and3_2            1
o21ai_0           4
a211o_1           1
nand3_1           1
nand2_1           2
a211oi_1          2
or2_4             1
nand2b_1          1
o221ai_2          1
nor2_1            3
fa_1              2
inv_1             6
ha_1              5
mux2i_1           3
-- path summary, 6_finish.rpt --
check,depth (start not counted),slack (ns),endpoint
worst max-delay path,8,0.93,seg[1]
worst min-delay path,5,3.66,seg[6]
-- per-stage QoR --
stage / cells / power [mW] / setup slack (ns) / hold WS, ns / utilization (%)
finish: 104 / 0.0903 / 0.933 / 3.66 / 15.8
global route: 104 / 0.103 / 0.744 / 3.73 / 15.8
CTS: 104 / 0.0913 / 0.909 / 3.66 / 15.8
detailed placement: 104 / 0.0911 / 0.915 / 3.66 / 15.8
global placement: 104 / 0.0894 / 0.926 / 3.64 / 15.8
floorplan: 42 / 0.0448 / 1.93 / 2.70 / -
Power is estimated from default activity; no workload was simulated.
