==> design/flow/design.v <==
module push_button( input wire P49, output reg button_pressed);
  always @(posedge P49) begin
    button_pressed <=1'b1;
  end
endmodule
module slide_switch( input wire P50, output reg switch_position);
  assign switch_position = P50;
endmodule
module seven_segment( input wire [3:0] value, output reg [6:0] segment, output reg dp);
  always @(value) begin
    case(value)
      4'd0: segment = 7'b1000000;
      4'd1: segment = 7'b1111001;
      4'd2: segment = 7'b0100100;
      4'd3: segment = 7'b0110000;
      4'd4: segment = 7'b0011001;
      4'd5: segment = 7'b0010010;
      4'd6: segment = 7'b0000010;
      4'd7: segment = 7'b1111000;
      4'd8: segment = 7'b0000000;
      4'd9: segment = 7'b0011000;
      default:segment = 7'b1111111;
    endcase
  end
  assign dp=1'b0;
endmodule
==> design/flow/run.sh <==
#!/bin/bash
# OpenROAD 26Q1-2900-gdf79404cd8, Yosys 0.63+post, stock flow scripts
make -C /OpenROAD-flow-scripts/flow DESIGN_CONFIG=/design/flow/config.mk WORK_HOME=/design/flow/orfs finish
==> design/flow/config.mk <==
export PLATFORM = sky130hd
export DESIGN_NAME = seven_segment
export DESIGN_NICKNAME = seven_segment
export VERILOG_FILES = /design/flow/design.v
export SDC_FILE = /design/flow/constraint.sdc
export NUM_CORES = 4
export LEC_CHECK = 1
export CORE_AREA = 10 10 70 70
export DIE_AREA = 0 0 80 80
==> design/flow/constraint.sdc <==
current_design seven_segment

set clk_period 1.1
set clk_io_pct 0.2

create_clock -name clk0 -period $clk_period

set non_clock_inputs [all_inputs -no_clocks]
set_input_delay [expr $clk_period * $clk_io_pct] -clock clk0 $non_clock_inputs
set_output_delay [expr $clk_period * $clk_io_pct] -clock clk0 [all_outputs]
==> metrics.cfg <==
[die]
io_pins=12
die_h_microns=80
die_area_sq_mm=0.006400
die_w_microns=80
core_area_sq_mm=0.003416
initCoreUtil_pct=7.399
fp-row-count=21

[logic_synthesis]
yosys_warnings=2
synthTopCellsByArea=ha_1, o21ai_2, o21ai_1
netlist_instances=36
top_area_cell=ha_1
synth.distinct_cells=16
syn_area_sq_um=252.7
synth.avg_cell_area_sq_um=7.021
top_cells_by_count=ha_1, o21ai_2, nor2_1, o21ai_1
yosysTopAreaCellShare_pct=24.75
synth_stat.cells=36
yosys_area_sq_um=252.7
ys_seq_share_pct=0

[critical_path]
cp_data_required_time_ns=0.88
crit_type=input port to output port
startpoint_type=input port
crit_path_max_fanout=4
endpoint=segment[6]
crit_path_end_kind=output port
arrival_ns=1.04
startpoint=value[1]

[detailed_routing]
antenna_left=0
topRoutingLayerUsed=met3
met1Wirelength_microns=465
vias=318
drtIter0Drc=8
n_antenna_cell=0
wire_per_inst_microns=9.486
wl_met3_microns=62
dr.pass1.iters=4
wl_met2_microns=468
routed_wl_microns=996
routed_via_density=3.029
drc=0

[pwr]
internal-power_w=0.0001237
comb_power_share_pct=100.0
pwr-share-seq_pct=0
cellLeakagePower_nw=0.2522
p_sw_w=0.00009377
vdd_ir_drop_max_mv=0.06299
pwr-share-clk_pct=0
power.density_mw_per_mm2=349.8
switching_share_pct=43.11

[final_layout]
filler_cell_count=384
drive_gt1_share_pct=83.05
design.seq.count=0
clockBufferCount=0
syn_to_final_growth_pct=146.0
seq_area_sq_um=0
logic_area_sq_um=310.3

[place]
dp_hpwl_microns=601.7
port_buffers=11
post-place-ws_ns=-0.9342
gp_congestion=0.8175

[timing]
layout_setup_ws_ns=-0.1628
setup_tns_ns=-0.4485
finalCriticalPeriod_ns=1.263
rsz0062_at_grt=yes
maxSlewViolCount=0
hold_viol_final=0
period_used_pct=114.8
whs_ns=0.8213
setup_viol=6
max_freq_mhz=791.9

[run_status]
violations=setup timing
outcome=complete, but fails checks

[global_routing]
grt_usage_pct=2.609
grt_pass1_wl_microns=1435
grt_pass1_vias=285
grt_max_degree=10
globalRouteOverflowTotal=0
antenna_found_initial=0

[hold_path]
hold_path_class=input port to output port

[cts]
cts_hold_buf=0

[job]
drv_cap=0
warnings=38

-- power by group through the flow --
| stage | clock [W] | sequential [W] | combinational, W |
|---|---|---|---|
| 6_report | 0 | 0 | 0.000218 |
| 5_1_grt | 0 | 0 | 0.000239 |
| 4_1_cts | 0 | 0 | 0.000190 |
-- through the flow --
step | power [W] | cell area, sq um | cells | util (%)
global route | 0.0002393 | 621.8 | 105 | 18.21
floorplan | 0.00006782 | 252.7 | 36 | -
global placement | 0.0001556 | 449.2 | 97 | 13.15
CTS | 0.0001896 | 559.3 | 101 | 16.37
detailed placement | 0.0001565 | 449.2 | 97 | 13.15
finish | 0.0002175 | 621.8 | 105 | 18.21
-- worst max-delay path: stages --
cell,delay (ns)
buf_12,0.11
buf_6,0.12
ha_4,0.15
nor3b_4,0.17
buf_4,0.14
nor2_2,0.03
buf_2,0.11
-- routing by layer --
layer	track usage (%)	up-vias
met5	0	-
met4	0	0
met3	0.5682	0
met2	4.254	8
met1	3.626	144
li1	-	166
-- how the worst min path moves through the flow --
stage       endpoint  startpoint  cells after the start  slack (ns)
5_1_grt   segment[4]    value[2]                      4        0.85
6_report  segment[4]    value[2]                      4        0.82
4_1_cts   segment[0]    value[3]                      4        0.82
-- kinds of logic after synthesis --
family                   synth area share, %
AND/OR/NAND/NOR                        26.73
other                                  1.484
AND-OR/OR-AND                          33.16
adder cells (fa/ha/maj)                24.75
buffers and inverters                  13.86
-- cells in the final DEF, fill, tap and decap left out, drive strengths merged --
master / Yosys / layout
o21ai: 10 / 10
clkinv: 0 / 1
nand2b: 4 / 4
conb: 1 / 1
ha: 5 / 5
nor3b: 1 / 1
a21oi: 3 / 3
nand2: 2 / 2
buf: 3 / 24
inv: 3 / 2
clkbuf: 0 / 2
nor2: 4 / 4
-- final cells by class --
type / instances / area share (%)
Inverter: 3 / 5.030
Multi-Input combinational cell: 30 / 49.90
Tap cell: 46 / 9.256
Timing Repair Buffer: 26 / 35.81
-- what timing repair did --
action | in CTS | in global routing
resized | 71 | 13
endpoints found under the setup margin | 7 | 7
buffers inserted | 3 | 4
pin swaps | 13 | 9
gates cloned | 1 | 0
No activity file was given, so power comes from the tool's default toggle rates.
