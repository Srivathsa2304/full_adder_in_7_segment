$ cat flow/config.mk
export PLATFORM = sky130hd
export DESIGN_NAME = full_adder_7seg
export DESIGN_NICKNAME = full_adder_7seg
export VERILOG_FILES = /design/flow/design.v
export SDC_FILE = /design/flow/constraint.sdc
export NUM_CORES = 4
export LEC_CHECK = 1
export CORE_AREA = 10 10 70 70
export DIE_AREA = 0 0 80 80
$ cat flow/constraint.sdc
current_design full_adder_7seg

set clk_period 5.1
set clk_io_pct 0.2

create_clock -name clk0 -period $clk_period

set non_clock_inputs [all_inputs -no_clocks]
set_input_delay [expr $clk_period * $clk_io_pct] -clock clk0 $non_clock_inputs
set_output_delay [expr $clk_period * $clk_io_pct] -clock clk0 [all_outputs]
$ cat flow/design.v
module full_adder_7seg(
    input wire [3:0] a,
    input wire [3:0] b,
    output reg [6:0] seg,
    output reg dp
);
wire [3:0] sum;
assign sum = a + b;
assign seg = (sum == 4'b0000) ? 7'b1111110 :
             (sum == 4'b0001) ? 7'b0110000 :
             (sum == 4'b0010) ? 7'b1101101 :
             (sum == 4'b0011) ? 7'b1111001 :
             (sum == 4'b0100) ? 7'b0110011 :
             (sum == 4'b0101) ? 7'b1011011 :
             (sum == 4'b0110) ? 7'b1011111 :
             (sum == 4'b0111) ? 7'b1110000 :
             (sum == 4'b1000) ? 7'b1111111 :
             (sum == 4'b1001) ? 7'b1111011 :
             (sum == 4'b1010) ? 7'b1110111 :
             (sum == 4'b1011) ? 7'b0011111 :
             (sum == 4'b1100) ? 7'b1001110 :
             (sum == 4'b1101) ? 7'b0111101 :
             (sum == 4'b1110) ? 7'b1001111 :
             (sum == 4'b1111) ? 7'b1000111 :
             7'b0000000;
assign dp = (sum > 4'b1001) ? 1'b1 : 1'b0;
endmodule
$ cat flow/run.sh
#!/bin/bash
# OpenROAD 26Q1-2900-gdf79404cd8, Yosys 0.63+post, stock flow scripts
make -C /OpenROAD-flow-scripts/flow DESIGN_CONFIG=/design/flow/config.mk WORK_HOME=/design/flow/orfs finish
==> Changelog: implementation <==
## Implementation

- Status: finished clean
- VDD IR max: 0.0208 mV
- First-pass GRT wire length: 1730 um
- CLK BUF: 0
- Final instance count without filler cells: 110
- Max FO, Critical Path: 5
- Die width: 80 um
- Diode count: 0
- Post-synth top area share: 10.3%
- Finish-stage setup viols: 0
- IO Port Bufs: 16
- Global route overflow: 0
- Initial antenna violation count: 0
- Pleak: 0.231 nW
- Kind of critical path: in -> out
- Worst-Margin Slew: 0.738 ns
- Largest net degree at the start of global routing: 13
- Hold Buf Count CTS: 0
- Number of global-route vias before repair: 384
- Cell family with most CP delay: buffers and inverters
- Postcts setup bufs: 0
- Seq Cell Count: 0
- Hold Path Class: in -> out
- Slowest cell delay on critical path: 0.52 ns
- WP buf/inv: 3
- Final WL: 989 um
- Total GRT Usage: 3.17%
- Post-route ant nets: 0
- Met2 Usage GRT: 5.14%
- CP startpoint kind: input pin
- Initial DRC Count: 48
- YS chip area: 363 um^2
- Final hold violations: 0
- Grt peak-use layer: met2
- Cells after Synth: 52
- Min-Delay Startpoint: b[0]
- Layout cells sized above 1: 7.81%
- Max Slew Vio Count: 0
- Distinct lib cells: 31
- DR vias/cell: 3.45
- DR pass1 iterations: 4
- Crit path cell chain: clkdlybuf4s50_1 > ha_1 > inv_1 > fa_1 > xnor2_1 > nor3_1 > nor3b_1 > a211oi_1 > clkdlybuf4s50_1
- Placed insts: 110
- CP max-delay cell: clkdlybuf4s50_1
- Avg WL per Cell: 8.99 um
- Floorplan core density: 10.6%
- Die Y: 80 um
- Setup TNS: 0 ns
- Max Clk Rate: 217 MHz
- CP arrival: 3.58 ns
- Yosys warns: 2
- Setup crit end kind: output port
- Cell Area, Synth: 363 um^2
- Core area: 3420 um^2
- Met3 usage: 1.25%
- Register Area: 0 um^2
- Hpwl dp: 869 um
- Area growth syn-to-layout: 52.8%
- Number of cell rows: 21
- Log Warnings: 32
- Synth top area cells: ha_1, fa_1, inv_1
- Routing usage on met1: 4.11%
- Syn Area/Cell: 6.98 um^2
- Die area: 6400 um^2
- RSZ-0062 raised after global routing: no
- WHS Path Cells: 4
- Post-cts resize count: 0
- CP dominant cell by count: clkdlybuf4s50_1
- GP Congestion: 0.713
- Fin crit period: 4.60 ns
- Commonest cells in the netlist: inv_1, nor2_1, nand2_1, ha_1, nor3_1
- Hold endpoint: seg[2]
- Yosys cell count: 52
- Critical Path Start: a[0]
- Yosys top cell by area: ha_1
- Slew headroom: 50.8%
- Worst Path Required: 4.08 ns
- Power density over cell area: 165 nW/um^2
- Tcrit/Tclk final: 90.2%
- DRC viols: 0
- Max-cap viol count: 0
- Io pins: 16
- Synth Seq Share: 0%
- DR vias: 380
report_power, final:
part | internal [W] | leakage, nW | switching [W]
clock network | 0 | 0 | 0
registers | 0 | 0 | 0
logic | 0.0000533 | 0.231 | 0.0000383
worst max-delay path by stage:
stage	to	slack, ns	depth (start not counted)
6_report	seg[4]	0.50	9
5_1_grt	seg[4]	0.20	9
4_1_cts	seg[4]	0.45	9
placed cells by master, fill, tap and decap left out, types with 2 or more instances in the layout:
cell type and instances:
a211oi_1 2, nor3_1 3, xor2_1 2, inv_1 5, nor4_1 2, a21oi_1 2, nor2_1 5, nand3_1 2
ha_1 3, nand2_1 4, clkdlybuf4s50_1 16
worst min-delay path, cell delays in order:
cell,delay (ns)
clkdlybuf4s50_1,0.46
ha_1,0.30
a2bb2oi_1,0.12
clkdlybuf4s50_1,0.40
layer usage:
| layer | vias to the layer above | wire length, um |
|---|---|---|
| li1 | 211 | - |
| met1 | 160 | 433 |
| met2 | 9 | 424 |
| met3 | 0 | 131 |
| met4 | 0 | 0 |
| met5 | - | 0 |
cell families after synthesis:
kind of cell               after synthesis  share of synthesized area [%]
buffers and inverters                    9                           12.4
muxes                                    1                           2.76
AOI/OAI and AO/OA                       14                           30.7
and+or+nand+nor                         21                           31.0
adders and majority gates                4                           15.9
xor gates and xnor gates                 3                           7.24
cell type report:
class | instances | area [um^2]
fillers | 396 | 2860
multi-input cells | 43 | 318
repair buffers | 16 | 160
well taps | 46 | 57.6
inverters | 5 | 18.8
stage by stage:
stage / cell area, um^2 / worst slack (ns) / total power [W] / hold slack (ns) / util (%)
finish: 554 / 0.498 / 0.0000916 / 3.32 / 16.2
global route: 554 / 0.197 / 0.000106 / 3.41 / 16.2
CTS: 554 / 0.446 / 0.0000944 / 3.33 / 16.2
detailed placement: 554 / 0.461 / 0.0000940 / 3.33 / 16.2
global placement: 554 / 0.517 / 0.0000933 / 3.31 / 16.2
floorplan: 363 / 1.65 / 0.0000501 / 2.44 / -
Power is estimated from default activity; no workload was simulated.
